[design/flow/config.mk]
export PLATFORM = sky130hd
export DESIGN_NAME = IDCounter
export DESIGN_NICKNAME = IDCounter
export VERILOG_FILES = /design/flow/design.v
export SDC_FILE = /design/flow/constraint.sdc
export NUM_CORES = 4
export LEC_CHECK = 1
export CORE_AREA = 10 10 70 70
export DIE_AREA = 0 0 80 80
[design/flow/constraint.sdc]
current_design IDCounter

set clk_period 2.0
set clk_io_pct 0.2

create_clock -name clk0 -period $clk_period [get_ports {IDclock}]

set non_clock_inputs [all_inputs -no_clocks]
set_input_delay [expr $clk_period * $clk_io_pct] -clock clk0 $non_clock_inputs
set_output_delay [expr $clk_period * $clk_io_pct] -clock clk0 [all_outputs]
[design/flow/design.v]
module IDCounter (IDclock,reset,inc,dec,IDout); 
	input IDclock,reset,inc,dec; 
	output IDout; 
	reg IDout;  
	reg inc_new,dec_new,inc_pulse,dec_pulse; 
	reg delayed,advanced,Tff; 
	always @(posedge IDclock) begin         
		if(!inc) begin 
			inc_new<=1;              
			inc_pulse<=0;            
		end        
		else if (inc_pulse) begin                  
			inc_new<=0;                 
			inc_pulse<=0;               
		end        
		else if (inc&&inc_new) begin                  
			inc_pulse<=1;                 
			inc_new<=0;                
		end            
		else begin 
			inc_pulse<=0;                  
			inc_new<=0;                
		end 
	end   
	always @(posedge IDclock) begin         
		if(!dec) begin               
			dec_new<=1;              
			dec_pulse<=0;         
		end        
		else if (dec_pulse) begin 
			dec_new<=0;               
			dec_pulse<=0;               
		end        
		else if (dec&&dec_new) begin                    
			dec_pulse<=1;                   
			dec_new<=0;                
		end            
		else begin                   
			dec_pulse<=0;                  
			dec_new<=0;                
		end 
	end   
	always@(posedge IDclock) begin       
		if (reset) begin  
			Tff<=0; 
			delayed<=1;
			advanced<=1; 
		end      
		else begin            
			if (inc_pulse) begin  
				advanced<=1;
				Tff<=!Tff; 
			end           
			else if(dec_pulse) begin 
				delayed<=1; 
				Tff<=!Tff;  
			end           
			else if (Tff==0) begin
				if(!advanced)                    
					Tff<=!Tff;                  
				else if(advanced) begin 
					Tff<=Tff; 
					advanced<=0; 
				end                
			end           
			else begin                    
				if (!delayed)                      
					Tff<=!Tff;                    
				else if(delayed) begin 
					Tff<=Tff;delayed<=0; 
				end                  
			end      
		end   	
	end  
	always @(IDclock or Tff) begin         
		if (Tff)          
			IDout=0;       
		else begin               
			if(IDclock)                  
				IDout=0;               
			else                 
				IDout=1;          
			end 
	end  
endmodule
[design/flow/run.sh]
#!/bin/bash
# OpenROAD 26Q1-2900-gdf79404cd8, Yosys 0.63+post, stock flow scripts
make -C /OpenROAD-flow-scripts/flow DESIGN_CONFIG=/design/flow/config.mk WORK_HOME=/design/flow/orfs finish
==> changes_impl.md <==
### Metrics

- Status: finished clean
- Synth Instances: 23
- OpenROAD warnings: 27
- Top-area cell share: 59.57%
- Core Box Area: 3416 um2
- Hold Vio Cnt, Final: 0
- Syn. warnings: 1
- Fp util: 6.886%
- Routed Antenna Nets: 0
- Worst r2r src: Tff
- Avg Cell Area, Syn: 10.23 um2
- CP max-delay cell: dlygate4sd2_1
- Sequential-to-total area share from yosys stat: 59.57%
- Hold endpoint: dec_pulse
- Worst R2R Setup Slack: 1.12 ns
- Vertical die size: 80 um
- Worst setup SP type: clock port
- Drt drc: 0
- Clk Latency, worst-skew pair: 0.36 ns
- CTS tree: built
- Crit path max fanout: 2
- Yosys chip area: 235.2 um2
- R2R cell count: 2
- Most used cell, CP: clkbuf_4
- Worst path cell trace: clkbuf_4 -> clkbuf_4 -> nor2_1 -> dlygate4sd2_1
- First-pass GRT wire length: 869 um
- Setup bufs post-CTS: 0
- # diodes: 0
- Number of I/O port buffers: 4
- Reg2Reg Capture Point: delayed
- Delay-heaviest family, CP: buffers and inverters
- Static leakage: 0.0001528 uW
- Fillers: 403
- Critical path's largest stage delay: 0.21 ns
- Clock skew: 0.005322 ns
- Vias in the first global route: 246
- Hold path depth: 2
- Power per Cell Area: 1118 nW/um2
- Worst slew pin tran: 0.2007 ns
- Top cell type by total area after synthesis: dfxtp_1
- Max Cap Viol: 0
- I/O pin count: 5
- Cell count in the Yosys report: 23
- Vias per inst: 2.350
- Largest cells by area: dfxtp_1 60%, nand2b_4 5.9%, inv_1 4.8%
- Final Max Slew Viols: 0
- CTS clk-pin slew, worst paths: 0.05 ns
- Largest net degree at the start of global routing: 6
- Rows: 21
- Kind of critical path: clk -> out
- Slew Limit Headroom: 86.58%
- Initial DRC count: 3
- Routed wire per std cell: 5.925 um
- Total number of vias: 188
- # placed instances: 73
- DP HPWL: 294.9 um
- Cell Type Count: 12
- Chip Width: 80 um
- Final setup TNS: 0 ns
- GR Overflow Total: 0
- Total track usage: 1.718%
- Required time of the critical path: 1.60 ns
- Layout cells sized above 1: 26.47%
- Register bit count reported by yosys: 7
- Final setup violation count: 0
- Drt total wl: 474 um
- VDD IR-drop max: 0.7738 mV
- WP data arrival: 1.52 ns
- Die area: 6400 um2
- Non-Filler Instances: 80
- Worst hold-check path type: reg -> reg
- Hold_sp: dec_new
- Post-synthesis cell area: 235.2 um2
- Area delta synth->final: 61.70%
- Initial antenna violation count: 0
- RSZ-0062 raised after global routing: no
- CP endpoint kind: output pin
- Pre-antenna DRT Iters: 5
- GP Congestion: 0.7429
- CP Buf/Inv Count: 3
## repair_timing
item	4_1_cts	5_1_grt
gates resized	1	0
endpoints found under the setup margin	1	0
hold buffers	0	0
endpoints found under the hold margin	0	0
## final cells by class
class	count	area, um2	area share, %
Timing Repair Buffer	3	30.03	7.895
Clock buffer	8	57.56	15.13
Inverter	3	11.26	2.961
Tap cell	46	57.56	15.13
Multi-Input combinational cell	13	83.83	22.04
Sequential cell	7	140.1	36.84
## placed cells by master, fill, tap and decap left out
cell type	synthesis	routed
nand2_1	2	2
nor2_1	3	3
inv_1	3	3
clkdlybuf4s50_1	0	3
and3_2	1	1
a221o_1	1	1
clkbuf_4	0	6
dfxtp_1	7	7
nor3b_1	1	1
o21ai_0	1	1
dlygate4sd2_1	0	1
nand2b_4	1	1
clkbuf_1	0	1
nand2b_1	1	1
o32ai_1	1	1
or2_2	1	1
## tightest hold or removal path: stages (launching register included)
cell	delay [ns]
dfxtp_1	0.30
nand2_1	0.07
nor2_1	0.04
## through the flow
stage	setup WS, ns	instance area [um2]	utilization (%)	total power, uW	hold WS [ns]
after global routing	0.02189	380.4	11.14	462.5	0.4628
final	0.08168	380.4	11.14	425.4	0.4626
after detailed placement	0.07718	332.8	9.744	226.7	0.4249
after floorplan	0.5569	235.2	-	186.5	0.4020
after CTS	0.05546	380.4	11.14	437.4	0.4525
after global placement	0.07719	332.8	9.744	225.6	0.4134
## synthesized netlist by cell type
library cell / count
dfxtp_1: 7
inv_1: 3
nand2b_1: 1
o21ai_0: 1
nand2b_4: 1
nand2_1: 2
o32ai_1: 1
a221o_1: 1
and3_2: 1
nor2_1: 3
nor3b_1: 1
or2_2: 1
## cell families (layout without fill, tap and decap cells)
logic type	Yosys count	count (layout)	share of synthesized area (%)
flip-flops	7	7	59.57
AND/OR/NAND/NOR	10	10	25.54
buffers and inverters	3	14	4.787
AND-OR/OR-AND	3	3	10.11
## how the worst max path moves through the flow
stage / from / end / slack, ns / cells after the start
global route: IDclock / IDout / 0.02 / 4
finish: IDclock / IDout / 0.08 / 4
CTS: IDclock / IDout / 0.06 / 4
## per-layer routing
metal	GRT usage [%]	share of wire, %	vias up
li1	-	-	96
met1	1.539	49	82
met2	2.167	37	10
met3	2.273	15	0
met4	0.7042	0	0
met5	0	0	-
## power breakdown
part           internal (uW)  switching, uW  leakage, uW
Combinational           18.7           10.5    0.0000577
Clock                    161           71.8    0.0000366
Sequential               153           10.6    0.0000584
Total                    332           92.9     0.000153
## sequential cells by signal, summed over array words and instances, names as in the netlist
signal,flops
Tff,1
advanced,1
dec_new,1
dec_pulse,1
delayed,1
inc_new,1
inc_pulse,1
Power figures rest on the tool's default switching activity, not on a simulated workload.
