$ cat /design/flow/config.mk
export PLATFORM = sky130hd
export DESIGN_NAME = KCounter
export DESIGN_NICKNAME = KCounter
export VERILOG_FILES = /design/flow/design.v
export SDC_FILE = /design/flow/constraint.sdc
export NUM_CORES = 4
export LEC_CHECK = 1
export CORE_AREA = 10 10 96 96
export DIE_AREA = 0 0 106 106
$ cat /design/flow/constraint.sdc
current_design KCounter

set clk_period 2.9
set clk_io_pct 0.2

create_clock -name clk0 -period $clk_period [get_ports {Kclock}]

set non_clock_inputs [all_inputs -no_clocks]
set_input_delay [expr $clk_period * $clk_io_pct] -clock clk0 $non_clock_inputs
set_output_delay [expr $clk_period * $clk_io_pct] -clock clk0 [all_outputs]
$ cat /design/flow/design.v
module KCounter(Kclock,reset,dnup,enable,Kmode,carry,borrow); 
	input Kclock;     
	input reset;     
	input dnup;     
	input enable;  
	input [2:0]Kmode;    
	output carry;      
	output borrow;     
	wire  carry,borrow; 
	reg [8:0]Count;  
	reg [8:0]Ktop;  
	always @(Kmode) begin          
		case(Kmode)           
			3'b001:Ktop<=7;           
			3'b010:Ktop<=15;           
			3'b011:Ktop<=31;           
			3'b100:Ktop<=63;           
			3'b101:Ktop<=127;           
			3'b110:Ktop<=255;           
			3'b111:Ktop<=511;           
			default:Ktop<=15;         
		endcase     
	end    
	always @(posedge Kclock or posedge reset) begin      
		if(reset)       
			Count<=0;      
		else if(enable) begin            
			if(!dnup) begin                 
				if(Count==Ktop)                   
					Count<=0; 
				else
					Count<=Count+1; 
				end         
			else begin                
				if(Count==0)                  
					Count<=Ktop;                
				else                   
					Count<=Count-1;               
			end       
		end 
	end    
	assign carry=enable&(!dnup)&(Count==Ktop); 
	assign borrow=enable&dnup&(Count==0); 
endmodule 
$ cat /design/flow/run.sh
#!/bin/bash
# OpenROAD 26Q1-2900-gdf79404cd8, Yosys 0.63+post, stock flow scripts
make -C /OpenROAD-flow-scripts/flow DESIGN_CONFIG=/design/flow/config.mk WORK_HOME=/design/flow/orfs finish
==> results.toml <==
# physical design summary
[clocking]
clkSinkCount = 9
clk_path_buf_depth = 2
cts_hold_repair.buffers = 0
post_cts_buffers = 0
clock_insertion_delay_worst_skew_ps = 230
numCtsBuffers = 3
path_clk_slew_ps = 50
h-tree-depth = 1
cts_tree = "built"
cts-root-buf = "clkbuf_8"

[die]
chip_area_sq_um = 11200
initCoreUtil_pct = 13.3
floorplan.io_pins = 9
coreArea_sq_um = 7210
die_width_microns = 106
fp-row-count = 31
die_y_microns = 106

[layout]
num-fill-cells = 812
layout.cell_area.non_filler_sq_um = 1260
syn2layout_area_growth_pct = 31.2
drive_gt1_share_pct = 19.1
largest_registers = "Count x9"
largest-register = "Count"
largest_register_ff_count = 9

[logic_synthesis]
simple_gate_share_pct = 35.3
synthCells = 128
async_reset_ff_share_pct = 100
postSynthAreaPerCell_sq_um = 7.48
ys_area_sq_um = 957
synthMostInstantiatedCell = "o21ai_0"
common_cells = "o21ai_0, nand2_1, nor2_1, dfrtp_1, nand3_1"
yosys.cell_types.count = 50
synth-edff-count = 0
synthFlopType = "dfrtp_1"
yosys.area_share.adder_pct = 2.61
synth_area_leader_cell = "dfrtp_1"
yosys_warnings = 1
synth_stat.cells = 128
muxShareOfSynthArea_pct = 3.79
postSynthSeqShare_pct = 23.5
yosys.area_share.xor_xnor_pct = 3.66
yosys.area.top_type_share_pct = 23.5
synth.top_cells.by_area = "dfrtp_1, o21ai_0, nand2_1"
netlist_logic_family_top = "simple AND/OR/NAND/NOR gates"
ys_seq_elements = 9
aoi_share_pct = 23.7
synth_area_sq_um = 957

[timing]
period_minus_slack_ps = 2690
rsz0062_at_grt = "no"
clock_skew_ps = 3.71
slew_headroom_pct = 72.4
tightest_slew_ps = 413
layout_worst_path_cycle_share_pct = 92.7
final_hold_viol_count = 0
timing.final.max_slew_violations = 0
final.setup.worst_slack_ps = 213
endpoints_failing_setup = 0
max_freq_ghz = 0.372

[detailed_routing]
route.vias.total = 969
dr.pass1.iters = 4
postRouteWirelength_microns = 2570
drt_drc_violations_left = 0
routed_len_inst_microns = 10.7
insertedDiodeCount = 0
drt.antenna.violating_nets = 0
detail_route.iter0.violations = 64
vias_per_cell = 4.04

[critical_path]
worstSetupPathType = "primary input to output port"
max_stage_delay_ps = 290
worst-r2r-setup-slack_ps = 630
cp_cell_sequence = "dlygate4sd2_1, buf_6, o21bai_1, a221oi_1, nand3_1, nor2_2, and2_1, dlygate4sd2_1"
worst_path_max_delay_cell = "dlygate4sd2_1"
critical-path-top-cell-by-count = "dlygate4sd2_1"
worstSetupStartpointType = "primary input"
critical_path_peak_fanout = 9
critPathRequiredTime_ps = 2320
crit_family = "buffers and inverters"
cp_num_buf_inv = 3
timing.critical_path.to_type = "output port"
worst_path_arrival_time_ps = 2110

[place]
finalWeightedCongestion = 0.855
post_place_cell_area_sq_um = 1190
post-place-ws_ps = -315
io_buffer_count = 8
dpl.hpwl_microns = 1920

[pwr]
power_frac_seq_pct = 37.5
sw_frac_of_total_pct = 41.9
total_leakage_power_nw = 0.466
fin_total_pwr_mw = 0.729
power.combinational.fraction_pct = 42.5
ir_worst_vdd_uv = 150
p_switching_mw = 0.305
power.density_nw_per_um2 = 581
fraction_of_power_consumed_by_the_clock_network_pct = 20.0
internal_power_mw = 0.424

[run]
max_cap_violations = 0
openroad_warning_count = 26

[outcome]
outcome = "completed"

[global_routing]
globalRoute.totalOverflow = 0
global_route_wire_length_before_repair_microns = 4400
first_global_vias = 896
largest_net_degree_at_the_start_of_global_routing = 23
initial_antenna_violation_count = 0
grt_use_total_pct = 4.59

[worst_hold_path]
hold_path.class = "primary input to asynchronous set/reset pin"
-- layout by cell type, fill, tap and decap left out, drive strengths merged, types with 2 or more instances in the layout --
cell / synthesis / routed
a211oi: 2 / 2
o31ai: 2 / 2
dlygate4sd2: 0 / 3
xnor2: 3 / 3
inv: 6 / 6
o21ai: 12 / 12
nand4: 3 / 3
nor3b: 2 / 2
a31oi: 3 / 3
clkdlybuf4s50: 0 / 4
nand3b: 2 / 2
or3: 2 / 2
nor4: 2 / 2
nor2: 10 / 10
nor2b: 4 / 4
dfrtp: 9 / 9
mux2: 2 / 2
buf: 3 / 11
clkbuf: 7 / 5
and3: 5 / 5
ha: 2 / 2
nor3: 3 / 3
o211ai: 2 / 2
nand3: 7 / 7
a21oi: 4 / 4
nand2: 11 / 11
-- routing by layer --
| layer | track usage (%) | share of wire, % |
|---|---|---|
| met5 | 0 | 0 |
| met4 | 0.193 | 0.31 |
| met3 | 1.53 | 7.0 |
| met2 | 6.49 | 40 |
| met1 | 6.91 | 53 |
-- final timing paths --
| check | depth (start not counted) | end | start |
|---|---|---|---|
| max | 8 | carry | Kmode[2] |
| min | 2 | Count[5]$_DFFE_PP0P_ | reset |
| max reg2reg | 9 | Count[3]$_DFFE_PP0P_ | Count[0]$_DFFE_PP0P_ |
| min reg2reg | 2 | Count[1]$_DFFE_PP0P_ | Count[1]$_DFFE_PP0P_ |
| max in group asynchronous | 2 | Count[2]$_DFFE_PP0P_ | reset |
| min in group clk0 | 2 | Count[1]$_DFFE_PP0P_ | Count[1]$_DFFE_PP0P_ |
-- power by group through the flow --
stage | clock (mW) | sequential, mW | combinational (mW)
CTS | 0.150 | 0.266 | 0.306
finish | 0.146 | 0.273 | 0.310
global route | 0.154 | 0.285 | 0.349
-- layout make-up --
type	instances	area, sq um	area share (%)
Multi-Input combinational cell	103	682	54.3
Timing Repair Buffer	19	158	12.5
Sequential cell	9	225	17.9
Tap cell	99	124	9.86
Inverter	6	22.5	1.79
Clock buffer	4	45.0	3.59
-- worst reg2reg max path, delay by kind of cell, from the launching register on --
kind                     cells  cell delay (ps)
AND-OR/OR-AND                1              310
adder cells (fa/ha/maj)      1              210
multiplexers                 1              210
flip-flops                   1              420
AND/OR/NAND/NOR              4              730
buffers and inverters        2              270
-- stage by stage --
stage	util, %	instances	hold slack (ps)	setup TNS, ps
after global routing	17.4	240	673	0
after floorplan	-	128	408	0
after global placement	16.6	236	597	-346
after CTS	17.3	240	625	0
final	17.4	240	637	0
after detailed placement	16.6	236	617	-315
-- timing repair --
item / 4_1_cts / 5_1_grt
pin swaps: 3 / 4
gates resized: 8 / 5
endpoints found under the setup margin: 1 / 2
-- kinds of logic after synthesis --
kind of cell,count (synthesis)
and+or+nand+nor,59
AOI/OAI and AO/OA,35
buffers and inverters,16
DFF,9
xor gates and xnor gates,4
muxes,3
adders and majority gates,2
Power is estimated from default activity; no workload was simulated.
